--- /design/flow/design.v ---
`timescale 1ns/1ps
module cdc_sync(
	input wire clk_dst,  
	input wire rst,      
	input wire signal_src,   
	output reg signal_dst    
);
	reg sync_ff1, sync_ff2;
	always @(posedge clk_dst or posedge rst) begin
		if(rst) begin
			sync_ff1 <= 1'b0;
			sync_ff2 <= 1'b0;
			signal_dst <= 1'b0;
		end else begin
			sync_ff1 <= signal_src;
			sync_ff2 <= sync_ff1;
			signal_dst <= sync_ff2;
		end
	end
endmodule
`timescale 1ns/1ps
module command_decoder(
	input wire clk,
	input wire rst,
	input wire valid,   
	input wire [7:0] cmd_in,  
	output reg [7:0] tx_data,   
	output reg tx_start,        
	output reg led_state,
   output reg [2:0] state	 
);
	localparam CMD_IDLE_STATE = 3'd0;
   localparam CMD_DECODE_STATE = 3'd1;
   localparam CMD_DONE_STATE = 3'd2;
   localparam CMD_LED_ON = 8'hA1;
	localparam CMD_LED_OFF= 8'hA2;
	localparam CMD_READ_STATUS = 8'hB1;
	localparam CMD_RESET = 8'hC1;
	localparam RESP_ACK = 8'h55;
	localparam RESP_NACK = 8'hEE;
	localparam RESP_RESET = 8'hAA;
	always @(posedge clk or posedge rst) begin
		if(rst) begin
			tx_start <= 0;
			tx_data <= 8'd0;
			led_state <= 0;
			state <= CMD_IDLE_STATE;
		end else begin
			tx_start <= 0;   
			state <= CMD_IDLE_STATE;
			if(valid) begin
				state <= CMD_DECODE_STATE;
				case (cmd_in)
					CMD_LED_ON: begin
						led_state <= 1;
						tx_data <= RESP_ACK;
						tx_start <= 1;
					end
					CMD_LED_OFF: begin
						led_state <= 0;
						tx_data <= RESP_NACK;
						tx_start <= 1;
					end
					CMD_READ_STATUS: begin
						tx_data <= {7'd0, led_state};  
						tx_start <= 1;
					end
					CMD_RESET: begin
						led_state <= 0;
						tx_data <= RESP_RESET;
						tx_start <= 1;
					end
					default: begin
						tx_data <= RESP_NACK;
						tx_start <= 1;
					end
				endcase
				state <= CMD_DONE_STATE;
			end
		end
	end
endmodule
module fifo #(
	parameter DATA_WIDTH = 8,
	parameter DEPTH = 16
)(
	input wire clk,
	input wire rst,
	input wire wr_en,
	input wire rd_en,
	input wire [DATA_WIDTH-1:0] din,
	output reg [DATA_WIDTH-1:0] dout,
	output reg full,
	output reg empty
);
	localparam PTR_WIDTH = $clog2(DEPTH);
	reg [DATA_WIDTH-1:0] mem [0:DEPTH-1];
	reg [PTR_WIDTH-1:0] wr_ptr, rd_ptr;
	reg [PTR_WIDTH:0] count;
	always @(posedge clk or posedge rst) begin
	     if (rst) begin
		wr_ptr <= 0;
		rd_ptr <= 0;
		count <= 0;
		full <= 0;
		empty <= 1;
	     end else begin
	         if (wr_en && !full) begin
	            mem[wr_ptr]  <= din;
	            wr_ptr <= wr_ptr + 1;
		    count <= count + 1;
		 end
		 if (rd_en && !empty) begin
		    dout <= mem[rd_ptr];
		    rd_ptr <= rd_ptr + 1;
		    count <= count - 1;
		 end
		 full <= (count == DEPTH);
		 empty <= (count == 0);
	     end
	end
endmodule	
`timescale 1ns/1ps
module uart_command_top(
	input wire clk,   
	input wire rst,   
	input wire rx,    
	output wire tx,   
	output wire led   
);
	wire [7:0] rx_data;
	wire rx_done;
	wire rx_done_sync;   
	uart_rx u_rx(
		.clk(clk),
		.rst(rst),
		.rx(rx),
		.data_out(rx_data),
		.done(rx_done)
	);
	cdc_sync u_cdc(
		.clk_dst(clk),
		.rst(rst),
		.signal_src(rx_done),
		.signal_dst(rx_done_sync)
	);
		wire fifo_empty, fifo_full;
		wire [7:0] fifo_dout;
		reg fifo_rd_en;
		fifo u_fifo (
			.clk(clk),
			.rst(rst),
			.wr_en(rx_done_sync),
			.rd_en(fifo_rd_en),
			.din(rx_data),
			.dout(fifo_dout),
			.full(fifo_full),
			.empty(fifo_empty)
		);
		wire [7:0] tx_data;
		wire tx_start;
		wire led_state;
		wire [2:0] cmd_state;   
		command_decoder u_cmd(
			.clk(clk),
			.rst(rst),
			.valid(!fifo_empty),
			.cmd_in(fifo_dout),
			.tx_data(tx_data),
			.tx_start(tx_start),
			.led_state(led_state),
			.state(cmd_state)
		);
		wire tx_busy;
		wire [2:0] tx_state;
		uart_tx u_tx(
			.clk(clk),
			.rst(rst),
			.tx_start(tx_start),
			.data_in(tx_data),
			.tx(tx),
			.busy(tx_busy),
			.state(tx_state)
		);
		always @(*) begin
				fifo_rd_en = !fifo_empty && !tx_busy && tx_start;
		end
		assign led = led_state;
endmodule
`timescale 1ns/1ps
module uart_rx (
    input wire clk,   
    input wire rst,   
    input wire rx,    
    output reg [7:0] data_out,   
    output reg done   
);
    localparam [2:0]
        IDLE_STATE = 3'd0,
		  START_STATE = 3'd1,
		  DATA_STATE = 3'd2,
		  STOP_STATE = 3'd3,
	     DONE_STATE = 3'd4;
    reg [2:0] state;
	 reg [3:0] bit_cnt;
	 reg [3:0] baud_cnt;
    reg [7:0] rx_shift;
    always @(posedge clk or posedge rst) begin
        if (rst) begin
            state <= IDLE_STATE;
				data_out <= 8'd0;
				done <= 0;
            bit_cnt <= 0;
				baud_cnt <= 0;
				rx_shift <= 8'd0;
        end else begin
				case (state)
					IDLE_STATE: begin
						done <= 0;
						if (!rx) begin
							state <= START_STATE;
							baud_cnt <= 0;
						end
					end
                START_STATE: begin
                    if (baud_cnt == 4'd7) begin
                        if (!rx) begin
                            state <= DATA_STATE;
                            bit_cnt <= 0;
									 baud_cnt <= 0;
                        end else begin
                            state <= IDLE_STATE;
								end
                    end  else begin
							    baud_cnt <= baud_cnt + 1;
						  end
                end
                DATA_STATE: begin
                    if (baud_cnt == 4'd15) begin
								baud_cnt <= 0;
								rx_shift[bit_cnt] <= rx;
                        if (bit_cnt == 7)
                            state <= STOP_STATE;
								else
									bit_cnt <= bit_cnt + 1;
							end else begin
								 baud_cnt <= baud_cnt + 1;
							end
					 end
                STOP_STATE: begin
                    if (baud_cnt == 4'd15) begin
                            data_out <= rx_shift;
                            done <= 1;
									 state <= DONE_STATE;
                     end else begin
							    baud_cnt <= baud_cnt + 1;
							end
                end
                DONE_STATE: begin
							done <= 0;
							state <= IDLE_STATE;
					 end
      		    default: state <= IDLE_STATE;
             endcase
	     end
    end
endmodule
`timescale 1ns/1ps
module uart_tx(
	input wire clk,   
	input wire rst,   
	input wire tx_start,   
	input wire [7:0] data_in,    
	output reg tx,    
	output reg busy,   
	output reg [2:0] state,
	input wire scan_enable,
	input wire scan_in,
	output wire scan_out
);
	localparam [2:0] IDLE_STATE = 3'd0;
   localparam [2:0] START_STATE = 3'd1;
	localparam [2:0] DATA_STATE = 3'd2;
	localparam [2:0] STOP_STATE = 3'd3;
	localparam [2:0] DONE_STATE = 3'd4;
	reg [3:0] bit_cnt;   
	reg [7:0] shift_reg;   
	reg [3:0] baud_cnt;   
	reg [7:0] scan_chain;
	assign scan_out = scan_chain[7];
	always @(posedge clk or posedge rst) begin
		if (rst) begin
			state <= IDLE_STATE;
			tx <= 1'b1;   
			busy <= 1'b0;
			bit_cnt <= 4'd0;
			baud_cnt <= 4'd0;
			shift_reg <= 8'd0;
			scan_chain <= 8'd0;
		end else begin
			 if (scan_enable) begin
			 scan_chain <= {scan_chain[6:0], scan_in};
		    end else begin
			     case (state)
				       IDLE_STATE: begin
					        tx <= 1'b1;
					        busy <= 1'b0;
					        if (tx_start) begin
						         shift_reg <= data_in;
						         state <= START_STATE;
						         busy <= 1'b1;
						         baud_cnt <= 4'd0;
					        end
				       end
				       START_STATE: begin
					         tx <= 1'b0;   
					         if (baud_cnt == 4'd15) begin
						          baud_cnt <= 0;
						          bit_cnt <= 0;
						          state <= DATA_STATE;
					         end else begin
								    baud_cnt <= baud_cnt + 1;
								end
						 end
                   DATA_STATE: begin
					        tx <= shift_reg[bit_cnt];
					        if (baud_cnt == 4'd15) begin
						         baud_cnt <= 0;
					         	if (bit_cnt == 7) 
							          state <= STOP_STATE;
						         else
							          bit_cnt <= bit_cnt + 1;
                       end else begin
							      baud_cnt <= baud_cnt + 1;
							  end
					    end
				       STOP_STATE: begin
					         tx <= 1'b1;  
		         			if (baud_cnt == 4'd15) begin
					           	baud_cnt <= 0;
					         	state <= DONE_STATE;
					         end else begin
								    baud_cnt <= baud_cnt + 1;	
								end 
					    end	
                   DONE_STATE: begin
					       busy <= 1'b0;   
					       state <= IDLE_STATE;
						 end
                   default: state <= IDLE_STATE;
              endcase
		    end
      end
	end
endmodule
--- /design/flow/run.sh ---
#!/bin/bash
# OpenROAD 26Q1-2900-gdf79404cd8, Yosys 0.63+post, stock flow scripts
make -C /OpenROAD-flow-scripts/flow DESIGN_CONFIG=/design/flow/config.mk WORK_HOME=/design/flow/orfs finish
--- /design/flow/config.mk ---
export PLATFORM = sky130hd
export DESIGN_NAME = uart_command_top
export DESIGN_NICKNAME = uart_command_top
export VERILOG_FILES = /design/flow/design.v
export SDC_FILE = /design/flow/constraint.sdc
export NUM_CORES = 4
export LEC_CHECK = 1
export CORE_UTILIZATION = 50
--- /design/flow/constraint.sdc ---
current_design uart_command_top

set clk_period 2.5
set clk_io_pct 0.2

create_clock -name clk0 -period $clk_period [get_ports {clk}]

set non_clock_inputs [all_inputs -no_clocks]
set_input_delay [expr $clk_period * $clk_io_pct] -clock clk0 $non_clock_inputs
set_output_delay [expr $clk_period * $clk_io_pct] -clock clk0 [all_outputs]
==> datasheet_impl.txt <==
Implementation parameters

Parameter                              Value

Run status
  Result of the run .................. finished clean

Final layout
  Leading cell types in the layout, fill and taps excluded .................. 136 x sky130_fd_sc_hd__edfxtp_1, 82 x sky130_fd_sc_hd__nand2_1, 48 x sky130_fd_sc_hd__dfrtp_1
  Most common logic cell in the routed design .................. sky130_fd_sc_hd__edfxtp_1
  Layout overhead on the synthesized area .................. 13.94%
  Fraction of layout cells with a size suffix above 1 .................. 0.1302
  Non-filler cells, final .................. 841

Setup path
  R2R Path End .................. u_fifo.dout[7]
  Arrival time at the worst endpoint .................. 2470 ps
  Slack of the worst reg-to-reg path .................. 180 ps
  Depth of the worst register-to-register path .................. 6
  CP Launch Point .................. u_fifo.rd_ptr[1]
  Required time of the critical path .................. 2650 ps
  Maximum single-stage delay on the critical path .................. 420 ps
  Worst setup EP type .................. register
  Max stage delay cell, worst path .................. sky130_fd_sc_hd__ha_1
  Worst setup SP type .................. register
  Maximum fanout encountered on the critical timing path .................. 16
  Startpoint-to-endpoint class of the critical path .................. register to register
  Startpoint of the worst register-to-register path .................. u_fifo.rd_ptr[1]
  CP Cell Sequence .................. inv_1 -> ha_1 -> buf_4 -> a221o_1 -> a222oi_1 -> a31oi_1
  Crit path to .................. u_fifo.dout[7]

Floorplan
  Chip area .................. 16,160 µm²
  Core region area .................. 15,260 µm²
  Die outline width .................. 127.1 µm
  Die height .................. roughly 130 µm
  Ports placed on the boundary .................. 5
  Std-Cell Rows .................. 45
  Share of the core filled by cells before placement .................. 0.5129

Clock network
  Root buffer cell .................. sky130_fd_sc_hd__clkbuf_16
  Post-CTS clock slew at the launch and capture registers of the worst setup and hold paths .................. 70 ps
  PostCTS Resize Cnt .................. 0
  Clock latency on the worst-skew pair .................. 420 ps
  CTS max path bufs .................. 2
  Number of buffers added to fix hold violations after cts .................. 0
  H-Tree Level Count .................. 4
  Clock tree from TritonCTS .................. built
  Cts bufs inserted .................. 17
  Post-CTS Setup Inserts .................. 0
  CTS sink cnt .................. 186

Final timing
  Maximum clock skew at final layout .................. 7.754 ps
  Maximum frequency from static timing analysis .................. 0.4302 GHz
  Unrepaired setup endpoints after global routing .................. no
  Fin crit share .................. 0.9298
  Post-route minimum period .................. 2324 ps
  Fin Setup TNS .................. 0 ps
  Setup-failing EPs final .................. 0
  Worst hold slack after final layout .................. 350.2 ps
  Normalized max-slew margin .................. 0.3970
  Setup ws final .................. between 150 and 200 ps
  Number of hold-slack violations in the final timing report .................. 0
  Pins Over Slew Limit .................. 0
  Actual slew at the worst max-slew pin .................. between 900 and 1000 ps

Power
  Maximum vdd ir drop .................. 0.7059 mV
  Fraction of power consumed by the clock network .................. 0.277
  Sequential power share .................. 0.431
  Comb power frac .................. 0.292
  Static leakage .................. 3.404 nW
  Sw Ratio .................. 0.3311
  Power Density .................. 1171 nW/µm²
  Internal Dissipation .................. 6.983 mW
  Net switching power .................. roughly 3.5 mW

Detailed routing
  Antenna fix cells .................. 0
  Detailed-route wire length per cell .................. 20.12 µm
  Post-route DRC .................. 0
  Total length of routed wires .................. approximately 17,000 µm
  Number of nets with antenna violations after detailed routing .................. 0
  First-iteration detailed-routing DRC count .................. 340
  Vias after detailed routing .................. 4,824
  Via-to-Cell Ratio .................. 5.736
  Router iterations before antenna repair .................. 5

Place
  Pre-CTS setup slack .................. 238.4 ps
  Final Wtd Congestion .................. between 0.8 and 0.9
  Placed instance count .................. 809
  IO Port Bufs .................. 3
  HPWL after DPL .................. between 10,000 and 15,000 µm

Job
  Total tool warning count .................. 35
  Max-Cap Viols .................. 0

Global routing
  Grt ovf .................. 0
  Wire length of the first global-routing pass .................. about 27,000 µm
  Number of antenna violations at the first check in global routing .................. 0
  Maximum number of pins on one net before global-route repair .................. 28
  Tot GR Track Use .................. 0.2435
  Number of global-route vias before repair .................. 5,061

Logic synthesis
  Post-synthesis chip area from yosys .................. 7826 µm²
  Synthesized instance count .................. about 590
  Average instance area after synthesis .................. about 13 µm²
  Cell count in the Yosys report .................. 590
  Synth Cell Area .................. between 7000 and 8000 µm²
  Dominant synthesized flop cell .................. sky130_fd_sc_hd__edfxtp_1
  Share of async-settable or async-resettable flops after synthesis .................. 0.2688
  Number of synthesized flops with an enable pin .................. 136
  Registers, synthesis .................. 186
  Post-synth seq share .................. 0.6820
  Synth warn .................. 8
  Count of cell types in the netlist .................. 65

Hold path
  Worst Hold Class .................. register to register
  Hold Path Cell Cnt .................. 0
power by group through the flow:
stage | Clock (mW) | Combinational (mW) | Sequential [mW]
CTS | 2.95 | 3.05 | 4.49
finish | 2.89 | 3.05 | 4.50
global route | 3.07 | 3.40 | 4.57
cells by family after synthesis:
group	after synthesis	share of synthesized area
DFF	186	0.6820
other	1	0.0004792
muxes	15	0.02382
xor gates and xnor gates	10	0.01119
AOI/OAI and AO/OA	141	0.1277
adders and majority gates	18	0.02974
and+or+nand+nor	165	0.09497
buffers and inverters	54	0.03005
critical path: cells and delay by family, from the launching register on:
family,cells,cell delay (ps)
AOI/OAI and AO/OA,3,880
adders and majority gates,1,420
buffers and inverters,2,360
DFF,1,390
worst min-delay path by stage:
stage | end | slack (ps) | startpoint
5_1_grt | u_cdc.signal_dst | 360 | u_cdc.sync_ff2
6_report | u_cdc.signal_dst | 350 | u_cdc.sync_ff2
4_1_cts | u_cdc.signal_dst | 350 | u_cdc.sync_ff2
area by class of cell:
cell class | count | area (µm²)
fillers | 1148 | 6341
flip-flops and latches | 186 | 5338
multi-input cells | 350 | 2253
clock buffers | 18 | 429.2
repair buffers | 40 | 332.8
well taps | 211 | 264.0
clock inverters | 14 | 217.7
inverters | 22 | 82.58
per-layer routing:
layer  routed length, µm  share of wire  up-vias  track usage
li1                    -              -     2283            -
met1                6873           0.41     2331       0.3494
met2                7829           0.46      186       0.3549
met3                1874           0.11       24       0.1399
met4                 344          0.020        0      0.04132
met5                   0              0        -            0
state kept, by name, summed over array words and instances, names as in the netlist:
name / flops
u_rx.rx_shift: 8
u_fifo.rd_ptr: 4
u_fifo.wr_ptr: 4
u_cdc.sync_ff2: 1
u_fifo.empty: 1
u_rx.state: 5
u_cmd.tx_start: 1
u_rx.done: 1
u_cdc.signal_dst: 1
u_rx.bit_cnt: 4
u_rx.data_out: 8
u_cmd.led_state: 1
u_cdc.sync_ff1: 1
u_rx.baud_cnt: 4
u_fifo.mem: 128
u_fifo.full: 1
u_fifo.count: 5
u_fifo.dout: 8
stage by stage:
stage,power (mW),area [µm²],utilization
global placement,7.485,8270,0.5420
detailed placement,7.575,8270,0.5420
CTS,10.49,8917,0.5844
global route,11.04,8917,0.5844
finish,10.44,8917,0.5844
floorplan,6.572,7826,-
synth_stat cells, drive strengths merged, types with 3 or more instances:
master	count	share of area
edfxtp	136	0.52
a21oi	26	0.017
a221oi	7	0.0078
nor3	8	0.0051
mux2i	7	0.0090
dfrtp	48	0.15
a31oi	10	0.0080
a22oi	16	0.015
a22o	10	0.011
nor2	35	0.017
o221ai	4	0.0045
inv	20	0.0096
mux2	6	0.0091
clkbuf	13	0.0064
xnor2	9	0.010
o22ai	4	0.0032
nand3	13	0.0099
nor2b	6	0.0048
a21o	4	0.0038
ha	17	0.027
buf	19	0.013
nor4b	3	0.0034
nand4	4	0.0032
a222oi	6	0.0077
a211oi	4	0.0038
o21ai	25	0.016
nand2b	4	0.0032
nand2	83	0.040
Power figures rest on the tool's default switching activity, not on a simulated workload.
